===== design.v =====
`timescale 1ns / 1ps
module debounce (
    input clk,
    input btn,
    output out
  );
  reg [16:0] ctr_d, ctr_q;
  reg [1:0] sync_d, sync_q;
  assign out = ctr_q == {17{1'b1}};
  always @(*) begin
    sync_d[0] = btn;
    sync_d[1] = sync_q[0];
    ctr_d = ctr_q + 1'b1;
    if (ctr_q == {17{1'b1}}) begin
      ctr_d = ctr_q;
    end
    if (!sync_q[1])
      ctr_d = 17'd0;
  end
  always @(posedge clk) begin
    ctr_q <= ctr_d;
    sync_q <= sync_d;
  end
endmodule

===== run.sh =====
#!/bin/bash
# OpenROAD 26Q1-2900-gdf79404cd8, Yosys 0.63+post, stock flow scripts
make -C /OpenROAD-flow-scripts/flow DESIGN_CONFIG=/design/flow/config.mk WORK_HOME=/design/flow/orfs finish

===== config.mk =====
export PLATFORM = sky130hd
export DESIGN_NAME = debounce
export DESIGN_NICKNAME = debounce
export VERILOG_FILES = /design/flow/design.v
export SDC_FILE = /design/flow/constraint.sdc
export NUM_CORES = 4
export LEC_CHECK = 1
export CORE_AREA = 10 10 85 85
export DIE_AREA = 0 0 95 95

===== constraint.sdc =====
current_design debounce

set clk_period 3.0
set clk_io_pct 0.2

create_clock -name clk0 -period $clk_period [get_ports {clk}]

set non_clock_inputs [all_inputs -no_clocks]
set_input_delay [expr $clk_period * $clk_io_pct] -clock clk0 $non_clock_inputs
set_output_delay [expr $clk_period * $clk_io_pct] -clock clk0 [all_outputs]

==> summary.txt <==
Implementation run completed; key figures follow.

Status:
- The run finished with clean final reports.

Final timing:
- The final timing summary puts the cycle share of the worst path at 0.8873.
- Counting endpoints that fail hold in the final report gives 0.
- The run puts the worst setup margin at 338.0 ps.
- The run gives the normalized max-slew margin as 0.6383.
- The run gives the total setup violations reported at the end of the flow as 0.
- After routing, the total negative slack on setup checks comes to 0 ps.
- At the pin with the least slew margin, the transition time is 541.8 ps.
- For the finished layout, the period the worst path requires is 2662 ps.
- The run puts the highest clock rate at 375.7 MHz.
- Setup repair after global routing left no endpoint under its margin.
- For reference, the final report shows the max-slew violation count at 0.
- The run puts the worst clock skew at 4.311 ps.

Global route:
- The run puts the via count of the first global-routing pass at 555.
- The first global-routing pass estimated 2594 um of wire.
- The number of antenna violations at the first check in global routing came to 0.
- The run puts the total global routing overflow at 0.
- The run gives the global-route total usage across every layer as 0.03459.
- Entering global routing, the biggest net connects 21 pins.

Worst setup path:
- The run puts the data required time of the critical path at 2400 ps.
- The run gives the startpoint kind of the worst setup timing path as a flip-flop.
- Looking at the reg2reg group, the worst path starts from ctr_q[6].
- The run puts the highest net fanout along the worst path at 7.
- The run puts the arrival time of data at the critical path endpoint at 2060 ps.
- The critical path is of the flip-flop to output port type.
- The run gives the depth of the worst register-to-register path as 8.
- For flop-to-flop paths, the worst setup slack is 680 ps.
- STA classifies the critical path endpoint as an output port.
- In this run the critical register-to-register path is captured at ctr_q[15].

Power and ir drop:
- The run puts the leakage power of the design at 0.3825 nW.
- The run puts the overall power of the completed layout at 0.0004556 W.
- Across the VDD grid, the largest voltage drop is 263.7 uV.
- The run puts the power density of the placed cells at 434.0 mW/mm^2.

Yosys:
- The run puts the number of warning messages in the yosys log at 1.
- Yosys attributes the largest share of cell area to dfxtp_1 41%, and2_1 6.8%, xnor2_1 5.7%, mux2i_1 5.5%, ha_1 4.1%.
- The most used flip-flop cell after synthesis is dfxtp_1.
- The run puts the proportion of synthesized flip-flops having asynchronous set or reset at 0.
- The run gives the library cell occupying the most area in the post-synthesis netlist as dfxtp_1.
- The run gives the area of the mapped netlist as 917.1 um^2.
- For this run, the chip area from Yosys synthesis comes to 917.1 um^2.
- The run puts the area fraction of the dominant cell type after synthesis at 0.4147.
- The run gives the number of distinct library cells after synthesis as 30.
- Averaged over all synthesized cells, the footprint is 9.969 um^2.
- The run puts the number of cell instances after yosys synthesis at 92.
- Counting flops with a built-in enable in the synthesized netlist gives 0.
- The run puts the portion of the post-synthesis area used by sequential elements at 0.4147.
- The run puts the post-synthesis sequential element count at 19.
- The run puts the post-synthesis cell count at 92.

Drt:
- The script parses the final routing iteration and logs DRC violations as 0.
- Nets still carrying antenna violations after routing amount to 0.
- The run gives the total iterations of the first detailed-routing run as 4.
- The run puts the sum of routed wire length over all layers at 1420 um.
- The run puts the total via count after detailed routing at 586.
- The run puts the routed wire length per instance at 8.503 um.
- The run gives the initial detailed-routing violation count as 10.
- The run puts the ratio of routed vias to standard cells at 3.509.
- The run puts the antenna diode instance count at 0.

Job:
- The run gives the OpenROAD warning count as 26.
- The run gives the tally of max-capacitance violations as 0.

Worst hold path:
- The startpoint identified for the worst hold timing path is sync_q[0].
- The run puts the worst hold path depth at 0.
- The min-delay analysis places its worst path in the category flip-flop to flip-flop.
- STA shows the worst min-delay path finishing at sync_q[1].

Floorplanning:
- The run puts the height of the die at 95 um.
- The run puts the die outline width at 95 um.
- The core region is 0.005473 mm^2.
- The run gives the pre-placement core utilization as 0.1676.
- The floorplan has 27 rows.
- The run gives the area of the chip as 0.009025 mm^2.
- The run gives the number of top-level pins as 3.

Placed design:
- The run gives the placed wire-length estimate as 985.6 um.
- The run puts the worst-case setup slack after placement at 627.7 ps.
- The run puts the final estimated routing congestion in global placement at 0.7324.
- The run puts the placed cell count at 163.
- The count of buffers added on input and output ports is 2.

Clock tree:
- The run gives the maximum clock path buffer count as 2.
- The run gives the total CTS buffers as 3.
- TritonCTS built the clock tree.
- Per the CTS log, the root buffer master is clkbuf_8.
- According to the CTS report, the clock sink count is 19.
- The report lists the number of cells resized after CTS as 0.
- In this run the number of H-tree levels came out at 1.
- On the worst setup and hold paths after CTS, the clock-pin slew comes to 70 ps.
- The run gives the number of hold-repair buffers added at the cts stage as 0.
- After clock tree synthesis, the setup repair step added 0 buffers.
- The run puts the insertion delay of the later-clocked pin in the worst-skew pair at 250 ps.

Layout:
- The top cell type in the final layout, fill and taps aside, is dfxtp_1.
- The top cell types in the final layout, fill and taps aside, are 19 x dfxtp_1, 10 x and2_1, 7 x nand3_1, 6 x xnor2_1.
- The area taken by multi-input combinational cells is reported as 506.7 um^2.
- The run gives the share of final-layout standard cells stronger than drive strength 1 as 0.08421.
- The run gives the fill cell instance count of the final layout as 604.
- The run puts the final non-filler cell total at 167.
- The sequential cells in the finished layout cover a total of 380.4 um^2.
- The run gives the relative area change from synthesis to final layout as 14.46%.
-- sequential cells by signal, summed over array words and instances (netlist names) --
name	flops
ctr_q	17
sync_q	2
-- routing by layer --
metal | track usage | vias to the layer above | wire, um
met3 | 0.008013 | 4 | 48
met4 | 0.008728 | 0 | 31
met2 | 0.05034 | 7 | 573
met1 | 0.05036 | 254 | 766
met5 | 0 | - | 0
li1 | - | 321 | -
-- worst max-delay path, cell delays in order, from the launching register on --
cell and delay [ps]:
dfxtp_1 430, and4_2 260, nand3_1 150, nor3_1 310, ha_1 200, clkdlybuf4s50_1 460
-- logic make-up (layout without fill, tap and decap cells) --
logic type | Yosys count | after routing | synth area share
buffers and inverters | 5 | 8 | 0.03274
and+or+nand+nor | 46 | 46 | 0.3301
xor gates and xnor gates | 10 | 10 | 0.09549
DFF | 19 | 19 | 0.4147
adders and majority gates | 3 | 3 | 0.04093
muxes | 5 | 5 | 0.05457
AOI/OAI and AO/OA | 4 | 4 | 0.03138
-- stage by stage --
stage          utilization  instance area, um^2  hold WS, ps
3_5_place_dp        0.1836                 1005        312.1
5_1_grt             0.1918                 1050        332.3
4_1_cts             0.1918                 1050        328.8
3_3_place_gp        0.1836                 1005        311.8
6_report            0.1918                 1050        328.1
2_1_floorplan            -                917.1        309.6
-- synth_stat cells, drive strengths merged, types with 2 or more instances --
cell / instances
dfxtp: 19
and2: 10
nand3: 8
xnor2: 6
mux2i: 5
nand2: 5
nand2b: 4
nor3: 4
xor2: 4
ha: 3
nand4: 3
nor2b: 3
nor4: 3
a21boi: 2
buf: 2
inv: 2
-- power by group --
part / switching, W / total (W) / internal (W)
Combinational: 0.00000674 / 0.0000149 / 0.00000816
Clock: 0.0000820 / 0.000176 / 0.0000944
Sequential: 0.00000727 / 0.000264 / 0.000257
Total: 0.0000960 / 0.000456 / 0.000360
-- area by class of cell --
type	instances	area share
inverter	2	0.007151
sequential	19	0.3623
multi-input combinational	68	0.4827
clock buffer	4	0.04291
timing repair buffer	2	0.01907
tap	72	0.08582
-- how the worst max path moves through the flow --
stage / startpoint / end / slack [ps] / depth (start not counted)
after CTS: ctr_q[5] / out / 320 / 5
after global routing: ctr_q[5] / out / 130 / 5
final: ctr_q[5] / out / 340 / 5
Power and IR drop assume default switching activity.
