--- flow/constraint.sdc ---
current_design fsm

set clk_period 4.7
set clk_io_pct 0.2

create_clock -name clk0 -period $clk_period [get_ports {clk}]

set non_clock_inputs [all_inputs -no_clocks]
set_input_delay [expr $clk_period * $clk_io_pct] -clock clk0 $non_clock_inputs
set_output_delay [expr $clk_period * $clk_io_pct] -clock clk0 [all_outputs]
--- flow/design.v ---
`timescale 1ns / 1ps
module fsm(clk, newGame, row1, row2, row3, row4, change, image_red, image_blue, image_green, playerTurn);
    input clk, newGame, row1, row2, row3, row4, change;
    output [0:7] [7:0] image_red, image_blue, image_green;
    output playerTurn;
    reg success, playerTurn, chosenRowLeft, chosenRowRight, playL, playR, rowFinish1, rowFinish2, rowFinish3, rowFinish4;
    reg [3:0] crL, crR, countRow1, countRow2, countRow3, countRow4;
    reg [0:7] [7:0] image_red, image_blue, image_green;
    always_ff @(posedge clk, posedge newGame)
        if (newGame) begin
            success = 0;
            playerTurn = 1;
            countRow1 = 0;
            countRow2 = 0;
            countRow3 = 0;
            countRow4 = 0;
            rowFinish1 = 0;
            rowFinish2 = 0;
            rowFinish3 = 0;
            rowFinish4 = 0;
            chosenRowLeft = 0;
            chosenRowRight = 0;
            crL = 0;
            crR = 0;
            playL = 0;
            playR = 0;
            image_green = 
            {8'b00000000, 
              8'b00000000, 
              8'b00000000, 
              8'b00000000, 
              8'b00000000, 
              8'b00000000, 
              8'b00000000, 
              8'b00000000};
           image_blue = 
            {8'b00000000,
              8'b00000011,
              8'b00000011,
              8'b00110011,
              8'b00110011,
              8'b00110011,
              8'b00000011,
              8'b00000011};
            image_red = 
            {8'b00000000, 
              8'b00000000, 
              8'b00001100, 
              8'b00001100, 
              8'b11001100, 
              8'b00001100, 
              8'b00001100, 
              8'b00000000};     
        end else if (!success && row1 && playerTurn && (crL == 4'b0001 || !chosenRowLeft ) && !rowFinish1 && !(crR == 4'b0001)) begin
            if(!chosenRowLeft) begin
                crL = 4'b0001;
                chosenRowLeft = 1;
                end
            playL = 1;
            image_red [countRow1 + 4] [7] = 0;
            image_red [countRow1 + 4] [6] = 0;
            countRow1 = countRow1 + 1;
            if(image_red [4][6] == 0) begin
                 rowFinish1 = 1;
                 playL = 0;
                 playR = 0;
                 playerTurn = 0;
                 crL = 4'b0000;
                 chosenRowLeft = 0;
                 end
            success = 1;
        end else if (!success && row2 && playerTurn && (crL == 4'b0010 || !chosenRowLeft ) && !rowFinish2 && !(crR == 4'b0010)) begin
            if(!chosenRowLeft) begin
                crL = 4'b0010;
                chosenRowLeft = 1;
                end
            playL = 1;
            image_blue [countRow2 + 3] [5] = 0;
            image_blue [countRow2 + 3] [4] = 0;
            countRow2 = countRow2 + 1;
            if(image_blue [5][4] == 0) begin
               rowFinish2 = 1;
               playL = 0;
               playR = 0;
               playerTurn = 0;
               crL = 4'b0000;
               chosenRowLeft = 0;
               end
            success = 1;
        end  else if (!success && row3 && playerTurn && (crL == 4'b0100 || !chosenRowLeft ) && !rowFinish3 && !(crR == 4'b0100)) begin
            if(!chosenRowLeft) begin
                crL = 4'b0100;
                chosenRowLeft = 1;
                end
            playL = 1;
            image_red [countRow3 + 2] [3] = 0;
            image_red [countRow3 + 2] [2] = 0;
            countRow3 = countRow3 + 1;
            if(image_red [6][2] == 0) begin
               rowFinish3 = 1;
               playL = 0;
               playR = 0;
               playerTurn = 0;
               crL = 4'b0000;
               chosenRowLeft = 0;
               end
            success = 1;
         end else if (!success && row4 && playerTurn && (crL == 4'b1000 || !chosenRowLeft ) && !rowFinish4 && !(crR == 4'b1000)) begin
            if(!chosenRowLeft) begin
                crL = 4'b1000;
                chosenRowLeft = 1;
                end
            playL = 1;
            image_blue [countRow4 + 1] [1] = 0;
            image_blue [countRow4 + 1] [0] = 0;
            countRow4 = countRow4 + 1;
            if(image_blue [7][0] == 0) begin
                rowFinish4 = 1;
                playL = 0;
                playR = 0;
                playerTurn = 0;
                crL = 4'b0000;
                chosenRowLeft = 0;
                end
            success = 1;
         end else if (!success && row1 && !playerTurn && (crR == 4'b0001 || !chosenRowRight ) && !rowFinish1 && !(crL == 4'b0001)) begin
           if(!chosenRowRight) begin
                 crR = 4'b0001;
                 chosenRowRight = 1;
                 end
            playR = 1;
            image_red [countRow1 + 4] [7] = 0;
            image_red [countRow1 + 4] [6] = 0;
            countRow1 = countRow1 + 1;
            if(image_red [4][6] == 0) begin
                rowFinish1 = 1;
                playL = 0;
                playR = 0;
                playerTurn = 1;
                crR = 4'b0000;
                chosenRowRight = 0;
                end
            success = 1;
        end else if (!success && row2 && !playerTurn && (crR == 4'b0010 || !chosenRowRight ) && !rowFinish2 && !(crL == 4'b0010)) begin
            if(!chosenRowRight) begin
                crR = 4'b0010;
                chosenRowRight = 1;
                end
            playR = 1;
            image_blue [countRow2 + 3] [5] = 0;
            image_blue [countRow2 + 3] [4] = 0;
            countRow2 = countRow2 + 1;
            if(image_blue [5][4] == 0) begin
                rowFinish2 = 1;
                playL = 0;
                playR = 0;
                playerTurn = 1;
                crR = 4'b0000;
                chosenRowRight = 0;
                end
            success = 1;
        end  else if (!success && row3 && !playerTurn && (crR == 4'b0100 || !chosenRowRight ) && !rowFinish3 && !(crL == 4'b0100)) begin
            if(!chosenRowRight) begin
                crR = 4'b0100;
                chosenRowRight = 1;
                end
            playR = 1;
            image_red [countRow3 + 2] [3] = 0;
            image_red [countRow3 + 2] [2] = 0;
            countRow3 = countRow3 + 1;
            if(image_red [6][2] == 0) begin
               rowFinish3 = 1;
               playL = 0;
               playR = 0;
               playerTurn = 1;
               crR = 4'b0000;
               chosenRowRight = 0;
               end
            success = 1;
         end  else if (!success && row4 && !playerTurn && (crR == 4'b1000 || !chosenRowRight ) && !rowFinish4 && !(crL == 4'b1000)) begin
         if(!chosenRowRight) begin
                 crR = 4'b1000;
                 chosenRowRight = 1;
                 end
            playR = 1;
            image_blue [countRow4 + 1] [1] = 0;
            image_blue [countRow4 + 1] [0] = 0;
            countRow4 = countRow4 + 1;
             if(image_blue [7][0] == 0) begin
                   rowFinish4 = 1;
                   playL = 0;
                   playR = 0;
                   playerTurn = 1;
                   crR = 4'b0000;
                   chosenRowRight = 0;
                   end
            success = 1;
         end else if (change) begin
                if(playL || playR) begin
                    playerTurn = !playerTurn;
                    playL = 0;
                    playR = 0;
                end
         end else if (!row1 && !row2 && !row3 && !row4) begin
            success = 0;
         end       
endmodule
--- flow/config.mk ---
export PLATFORM = sky130hd
export DESIGN_NAME = fsm
export DESIGN_NICKNAME = fsm
export VERILOG_FILES = /design/flow/design.v
export SDC_FILE = /design/flow/constraint.sdc
export NUM_CORES = 4
export LEC_CHECK = 1
export CORE_UTILIZATION = 40
--- flow/run.sh ---
#!/bin/bash
# OpenROAD 26Q1-2900-gdf79404cd8, Yosys 0.63+post, stock flow scripts
make -C /OpenROAD-flow-scripts/flow DESIGN_CONFIG=/design/flow/config.mk WORK_HOME=/design/flow/orfs finish
==> results.ini <==
[run_status]
status = finished clean

[power_and_ir_drop]
swShare = 0.370
pwr-share-clk = 0.257
internal_power_w = 0.00181
p_seq_frac = 0.397
p_leak_nw = 2.93
powerDensity_nw_per_um2 = 442
ir_drop_v = 0.000215
pwr-share-comb = 0.346
p_sw_w = 0.00107

[floorplanning]
fp.dieH_microns = 122
die_w_microns = 122
die-area_sq_um = 15000
core_sq_um = 14000
ioPinCount = 200
initial_core_util = 0.414
rows = 43

[worst_setup_path]
cp.buffers_inverters = 1
path_delay_family = simple AND/OR/NAND/NOR gates
slowest_delay_ps = 500
critPathKind = flip-flop to flip-flop
end_kind = flip-flop
crit_arrival_ps = 4540
startpoint_type = flip-flop
crit_slowest_cell = dfrtp_1
worstPathMaxFanout = 13
cp_cell_sequence = and3_2, xnor2_1, ha_1, inv_1, or2_2, ha_1, nand4b_1, nor4_1, nor4bb_1, nand4b_1, o21a_1, or3_4, nor4_2, xor2_1
cp.required_ps = 4980

[drt]
dr.pass1.iters = 4
vias = 3903
via_per_inst = 4.66
drtAntennaViolNets = 0
drcViolationCount = 0
detail_route.wl_per_cell_microns = 12.7
drt_iter0_drc = 166
wirelength_microns = 10600
diodes = 0

[timing]
hold_viol = 0
drv_slew = 0
clock-skew-final_ps = 7.89
slew_headroom = 0.436
fmax_mhz = 235
finalClockPeriodUsage = 0.907
finalSetupTns_ps = 0
holdWs_ps = 446
rsz0062_at_grt = false
fin_crit_ps = 4260
finalSetupViolations = 0
fin_ws_ps = 437
worst_slew_pin_slew_ps = 834

[placed_design]
preCtsSetupSlack_ps = 496
gp_congestion = 0.895
numPortBuffers = 71
placed_cells = 822
placed_cell_area_sq_um = 6210
dp_hpwl_microns = 7770

[global_route]
grt_pass1_wl_microns = 17300
grt.overflow.total = 0
grt.total_usage = 0.148
grt_start_max_net_pins = 58
grt_pass1_vias = 3464
antenna_found_initial = 0

[final_layout]
flop_area_sq_um = 2490
area_growth_pct = 12.5
instances_no_fill = 838
logic_area_sq_um = 2690
stdcell_area_sq_um = 6520
layout-drive-gt1-share = 0.109
nFillCells = 1327

[yosys]
synth_cell_types = 65
avgSynthCellArea_sq_um = 9.97
edf_count = 0
ff_type = dfrtp_1
yosys.stat.seqShare = 0.430
ys_cells = 581
syn_inst = 581
synthArstFlopShare = 1.00
numSynthFlops = 98
ys_warn_count = 1
syn_area_sq_um = 5790
ys_area_sq_um = 5790

[clock_network]
cts_tree = done
cts_made_buffers = 9
cts_max_path_buffers = 2
cts.clk_slew.worst_paths_ps = 70
cts_sinks = 98
post_cts.repair.setup_buffers = 0
cts-htree-levels = 3
insertion_delay_ps = 350
root_buffer = clkbuf_16
hold_buffers = 0
cts_resized = 0

[min_path]
hold_path.class = flip-flop to flip-flop

[flow_run]
maxCapViolations = 0
warnings = 30

## sequential cells by signal (all words and copies together), names as in the netlist, 4 cells and up
register and count:
image_blue 32, image_red 32, countRow1 4, countRow2 4, countRow3 4, countRow4 4, crL 4, crR 4
## path summary, 6_finish.rpt
check	cells after the start	startpoint	slack, ps	endpoint
worst max register to register	14	countRow4[0]$_DFFE_PP0P_	440	playerTurn$_DFFE_PP1P_
max in group asynchronous	3	newGame	2650	image_blue[36]$_DFFE_PP1P_
worst max-delay path	14	countRow4[0]$_DFFE_PP0P_	440	playerTurn$_DFFE_PP1P_
min in group asynchronous	2	newGame	1050	image_red[50]$_DFFE_PP0P_
worst min register to register	2	image_blue[24]$_DFFE_PP1P_	450	image_blue[24]$_DFFE_PP1P_
worst min-delay path	2	image_blue[24]$_DFFE_PP1P_	450	image_blue[24]$_DFFE_PP1P_
## final cells by class
cell class / count / area share
Clock buffer: 12 / 0.0428
Inverter: 22 / 0.0131
Tap cell: 180 / 0.0346
Clock inverter: 4 / 0.00423
Multi-Input combinational cell: 450 / 0.412
Timing Repair Buffer: 72 / 0.110
Sequential cell: 98 / 0.383
## cells in the final DEF (no fill, tap or decap), drive strengths merged, types with 3 or more instances in the layout
cell,count
or2,5
nor3b,5
xnor2,14
and3,4
nor3,14
nor4b,3
a21o,4
nand3b,3
clkbuf,12
nand3,13
or3,5
a31oi,5
o31a,5
dfrtp,65
conb,128
or4,4
and2,31
nor2,28
a2111oi,4
nand2,32
ha,20
o21a,6
dfstp,33
clkdlybuf4s50,71
nand2b,12
xor2,4
nand4,4
nand4b,6
a21boi,12
inv,24
o21ai,17
nor4,12
nor2b,20
a21oi,13
## per-stage QoR
stage / power (W) / util
2_1_floorplan: 0.00197 / -
3_3_place_gp: 0.00210 / 0.444
3_5_place_dp: 0.00213 / 0.444
4_1_cts: 0.00290 / 0.466
5_1_grt: 0.00310 / 0.466
6_report: 0.00288 / 0.466
## power groups by stage
stage	clock network [W]	logic, W	registers [W]
after global routing	0.000805	0.00113	0.00116
final	0.000739	0.000997	0.00114
after CTS	0.000765	0.000992	0.00114
## cell usage after synthesis, types with 3 or more instances
cell      instances  area, sq um
ha_1             20          250
nand4_1           4         25.0
or2_2             4         25.0
nor4b_1           3         26.3
inv_1            21         78.8
clkbuf_1          4         15.0
nand4b_1          6         52.6
a21oi_1          12         60.1
o31a_1            5         43.8
nand3b_1          3         22.5
nor4_2            3         37.5
nor2b_1          20          125
buf_2             4         20.0
o21ai_1           3         15.0
o21ai_0          14         70.1
nor3b_1           5         37.5
nor4_1            7         43.8
a21o_1            4         30.0
a31oi_1           5         31.3
nand2_1          32          120
xnor2_1          14          123
a21boi_0          9         67.6
xor2_1            4         35.0
dfstp_2          33          867
or3_1             4         25.0
nor2_1           27          101
nand2b_1         12         75.1
or4_1             3         22.5
and2_1           31          194
dfrtp_1          65         1630
nor3_1           13         65.1
and3_1            3         18.8
buf_4           129          968
nand3_1          13         65.1
o21a_1            6         45.0
## worst reg2reg max path: cells and delay by family, from the launching register on
family / cells / cell delay (ps)
buffers and inverters: 1 / 170
AND/OR/NAND/NOR: 8 / 2000
flip-flops: 1 / 500
adder cells (fa/ha/maj): 2 / 790
XOR/XNOR: 2 / 480
AND-OR/OR-AND: 1 / 250
## kinds of logic after synthesis
group / after synthesis / synth area share
adders and majority gates: 20 / 0.0432
other: 1 / 0.000647
buffers and inverters: 160 / 0.188
xor gates and xnor gates: 18 / 0.0272
AOI/OAI and AO/OA: 76 / 0.0940
and+or+nand+nor: 207 / 0.214
muxes: 1 / 0.00194
DFF: 98 / 0.430
## layer usage
layer,track usage,up-vias,share of wire
met2,0.212,138,0.45
met3,0.0346,5,0.067
li1,-,1867,-
met4,0.0130,0,0.0096
met1,0.243,1893,0.48
met5,0,-,0
No activity file was given, so power comes from the tool's default toggle rates.
